## design/flow/design.v

```verilog
`timescale 1ns / 1ps
module alu16(reset, a, b, alufs, alu);
	input reset;
	input [1:0] alufs;
	input [15:0] a,b;
	output [15:0] alu;
	wire [14:0] c;
	wire aen,binv,c0;
	assign aen=alufs[1];
	assign binv=alufs[1:0]==2'b11;
	assign c0=alufs[0];
	alu1bit b00(.reset(reset),.a(a[0]),.b(b[0]),.aen(aen),.binv(binv),.cin(c0),.cout(c[0]),.sum(alu[0]));
	alu1bit b01(.reset(reset),.a(a[1]),.b(b[1]),.aen(aen),.binv(binv),.cin(c[0]),.cout(c[1]),.sum(alu[1]));
	alu1bit b02(.reset(reset),.a(a[2]),.b(b[2]),.aen(aen),.binv(binv),.cin(c[1]),.cout(c[2]),.sum(alu[2]));
	alu1bit b03(.reset(reset),.a(a[3]),.b(b[3]),.aen(aen),.binv(binv),.cin(c[2]),.cout(c[3]),.sum(alu[3]));
endmodule
`timescale 1ns / 1ps
module alu1bit(reset, a, b, aen, binv, cin, cout, sum);
	input reset, a, b, aen, binv, cin;
	output cout, sum;
	wire x1,x2,x3,x4,x5,x6,x7,x8,x9,x10;
	assign x1=(b&!binv)|(!b&binv);
	assign x2=(a&aen);
	assign x3=!(x1&x2);
	assign x4=!(x1&x3);
	assign x5=!(x2&x3);
	assign x6=!(x4&x5);
	assign x7=!(cin&x6);
	assign x8=!(cin&x7);
	assign x9=!(x7&x6);
	assign x10=!(x8&x9);
	assign cout=!(x7&x3);
	assign sum=(x10&!reset);
endmodule
```

## design/flow/run.sh

```bash
#!/bin/bash
# OpenROAD 26Q1-2900-gdf79404cd8, Yosys 0.63+post, stock flow scripts
make -C /OpenROAD-flow-scripts/flow DESIGN_CONFIG=/design/flow/config.mk WORK_HOME=/design/flow/orfs finish
```

## design/flow/config.mk

```make
export PLATFORM = sky130hd
export DESIGN_NAME = alu16
export DESIGN_NICKNAME = alu16
export VERILOG_FILES = /design/flow/design.v
export SDC_FILE = /design/flow/constraint.sdc
export NUM_CORES = 4
export LEC_CHECK = 1
export CORE_AREA = 10 10 70 70
export DIE_AREA = 0 0 80 80
```

## design/flow/constraint.sdc

```tcl
current_design alu16

set clk_period 2.5
set clk_io_pct 0.2

create_clock -name clk0 -period $clk_period

set non_clock_inputs [all_inputs -no_clocks]
set_input_delay [expr $clk_period * $clk_io_pct] -clock clk0 $non_clock_inputs
set_output_delay [expr $clk_period * $clk_io_pct] -clock clk0 [all_outputs]
```

==> ci_impl_report.md <==
### Yosys + OpenROAD results

| Metric | Value |
|---|---|
| Cell Rows | 21 |
| Gr usage total | 1.97% |
| Via count | 218 |
| Sw Share | 36.6% |
| Core Util at FP | 8.53% |
| Syn avg cell area | 8.33 um2 |
| Final Max Tran Viols | 0 |
| Top cells, area | buf_4 (41%), fa_1 (21%), xnor2_1 (9.0%), and2_1 (6.4%), nor2b_1 (6.4%) |
| Pin count of the biggest net entering global routing | 5 |
| Antenna Cells | 0 |
| Register share of total power | 0% |
| Clk pwr share | 0% |
| GRT overflow | 0 |
| Hold path start | alufs[1] |
| Fin Hold WS | 1.59 ns |
| Failing checks | setup timing |
| Worst path top cell family by delay | adder cells |
| Cell taking the most area after synthesis | buf_4 |
| Core box area | 3420 um2 |
| IO buf count | 15 |
| Tool warning count | 59 |
| Die height | 80 um |
| Final WS setup | -0.385 ns |
| Post-DP HPWL | 703 um |
| Crit Path Max Fanout | 2 |
| Final Power | 0.0000799 W |
| DP Area | 474 um2 |
| First-pass GRT wire length | 1.08 mm |
| FF/Latch Area | 0 um2 |
| Die area | 6400 um2 |
| Critical Path Start | alufs[1] |
| Mapped Area | 292 um2 |
| Class of the most critical setup path | in -> out |
| TNS Setup | -0.654 ns |
| Critical-path top delay cell | fa_2 |
| Dominant cell area share | 41.2% |
| CP Cell Sequence | buf_8 -> buf_6 -> and2_4 -> fa_2 -> fa_2 -> fa_2 -> xor2_2 -> nand3_1 -> nor3b_2 -> buf_2 |
| WL per Instance | 7.51 um |
| Die width | 80 um |
| Top Ports | 51 |
| Syn Inst Count | 35 |
| RSZ-0062 raised after global routing | yes |
| Routability cong. | 0.755 |
| CP peak stage delay | 0.35 ns |
| Minimum clock period | 2.89 ns |
| Combinational power share | 100.0% |
| Yosys cell count | 35 |
| Fin area | 478 um2 |
| Via density | 2.29 |
| VDD IR max | 0.0268 mV |
| Yosys chip area | 292 um2 |
| Hold crit path type | in -> out |
| Setup WS pre-CTS | -1.33 ns |
| CP endpoint kind | primary output |
| Flip-flop and latch count | 0 |
| YS warnings | 12 |
| Post-DRT Antenna Nets | 0 |
| First-pass iteration count of the detailed router | 2 |
| Run status | finished, violations left |
| Worst Path Arrival | 2.39 ns |
| Fill cells | 401 |
| Residual DRC count | 0 |
| Layout area overhead | 63.9% |
| CP dominant cell by count | fa_2 |
| Max Fclk | 347 MHz |
| Seq/Total Area, Yosys | 0% |
| Share of cells above drive strength 1 | 36.7% |
| Synth top cell by count | buf_4 |
| Crit path DRT | 2.00 ns |
| Buf/Inv on CP | 3 |
| Part of the cycle the worst path needs | 115% |
| Clock buffer count | 0 |
| Synth top cells by count | buf_4 (16), and2_1 (3), fa_1 (3), nor2b_1 (3), xnor2_1 (3) |
| Routed WL | 713 um |
| Max_cap viols | 0 |
| NetSw | 0.0000293 W |
| Pwr per Cell Area | 167 nW/um2 |
| Vias in the first global route | 254 |
| Hold Vio Cnt, Final | 0 |
| Internal | 0.0000507 W |
| Final setup violation count | 2 |
| Cell Type Count | 11 |
| Worst setup SP type | primary input |
| Initial DRC Count | 3 |
| Initial antenna violation count | 0 |
| Lkg Pwr | 0.198 nW |
==> final cells by class <==
class / count / area (um2) / share of cell area (%)
multi-input cells: 30 / 254 / 53.1
well taps: 46 / 57.6 / 12.0
repair buffers: 19 / 166 / 34.8
==> tightest hold or removal path: stages <==
cell     delay (ns)
buf_8          0.09
buf_6          0.09
buf_4          0.11
a21oi_1        0.07
nor3b_2        0.14
buf_2          0.11
==> cell usage in the layout, fill, tap and decap left out <==
master,n
clkdlybuf4s15_1,1
nand3_1,1
buf_6,1
buf_2,4
conb_1,12
and2_4,1
and2_1,2
a21oi_1,1
xnor2_1,2
fa_2,3
xor2_1,1
clkdlybuf4s50_1,8
buf_8,1
nand2_8,1
nor2b_1,3
xnor2_2,1
nor3b_2,1
xor2_2,1
buf_4,4
==> final timing paths <==
check	cells after the start	slack [ns]	endpoint
setup / recovery	10	-0.39	alu[3]
hold / removal	6	1.59	alu[3]
==> power groups by stage <==
stage     sequential (W)  combinational [W]  clock, W
5_1_grt                0          0.0000911         0
6_report               0          0.0000799         0
4_1_cts                0          0.0000834         0
==> kinds of logic after synthesis <==
group	Yosys count	share of synthesized area (%)
adders and majority gates	3	20.6
xor gates and xnor gates	5	15.0
and+or+nand+nor	9	20.2
buffers and inverters	16	41.2
other	1	1.29
AOI/OAI and AO/OA	1	1.72
==> metrics by stage <==
stage | cells | util (%)
final | 95 | 14.0
after CTS | 95 | 14.0
after global routing | 95 | 14.0
after global placement | 94 | 13.9
after floorplan | 46 | -
after detailed placement | 94 | 13.9
==> per-layer routing <==
metal	GRT usage [%]	wire, um	up-vias
met3	0.227	39	0
met5	0	0	-
met2	3.93	418	9
li1	-	-	108
met1	2.27	254	101
met4	0	0	0
==> timing repair <==
| action | 4_1_cts | 5_1_grt |
|---|---|---|
| resized | 30 | 0 |
| setup buffers | 1 | 0 |
| hold buffers | 0 | 0 |
| gates cloned | 0 | 0 |
| setup endpoints to repair | 4 | 3 |
| pin swaps | 7 | 3 |
No activity file was given, so power comes from the tool's default toggle rates.
