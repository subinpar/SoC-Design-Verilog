**design/flow/constraint.sdc**
```tcl
current_design alu8b

set clk_period 4.2
set clk_io_pct 0.2

create_clock -name clk0 -period $clk_period [get_ports {clk}]

set non_clock_inputs [all_inputs -no_clocks]
set_input_delay [expr $clk_period * $clk_io_pct] -clock clk0 $non_clock_inputs
set_output_delay [expr $clk_period * $clk_io_pct] -clock clk0 [all_outputs]
```
**design/flow/run.sh**
```bash
#!/bin/bash
# OpenROAD 26Q1-2900-gdf79404cd8, Yosys 0.63+post, stock flow scripts
make -C /OpenROAD-flow-scripts/flow DESIGN_CONFIG=/design/flow/config.mk WORK_HOME=/design/flow/orfs finish
```
**design/flow/design.v**
```verilog
`timescale 1ns / 1ps
module alu8b(
  input rst_n,
  input clk,
  input [7:0] opcode,
  input [7:0] a,
  input [7:0] b,
  output [7:0] z
);
  wire [2:0] op_sel;
  wire mux_sel;
  wire [1:0] shift_mode;
  wire [7:0] ra_s;
  wire ra_en;
  wire rb_en;
  reg [7:0] mux_s;
  reg [7:0] op_s;
  reg [7:0] shift_s;
  assign op_sel = opcode[2:0];
  assign mux_sel = opcode[3];
  assign shift_mode = opcode[5:4];
  assign ra_en = opcode[6];
  assign rb_en = opcode[7];
  always @(b, mux_sel, ra_s) begin
    case (mux_sel)
      1'b0: mux_s = b;
      1'b1: mux_s = ra_s;
      default: mux_s = 8'h00;
    endcase
  end
  always @(a, mux_s, op_sel) begin
    case (op_sel)
      3'b000: op_s = a;
      3'b001: op_s = mux_s;
      3'b010: op_s = a + mux_s;
      3'b011: op_s = a - mux_s;
      3'b100: op_s = mux_s - a;
      3'b101: op_s = a & mux_s;
      3'b110: op_s = a | mux_s;
      3'b111: op_s = a ^ mux_s;
      default: op_s = 8'h00;
    endcase
  end
  always @(op_s, shift_mode) begin
    case (shift_mode)
      2'b00: shift_s = op_s;
      2'b01: shift_s = {1'b0, op_s[7:1]};  
      2'b10: shift_s = {op_s[5:0], 2'b00}; 
      2'b11: shift_s = {op_s[6:0], 1'b0}; 
      default: shift_s = op_s;
    endcase
  end
  reg8b U_RA(.q(ra_s), .rst_n(rst_n), .clk(clk), .en(ra_en), .d(shift_s));
  reg8b U_RB(.q(z),    .rst_n(rst_n), .clk(clk), .en(rb_en), .d(shift_s));
endmodule
module reg8b(
  output reg [7:0] q,
  input rst_n,
  input clk,
  input en,
  input [7:0] d
);
  always @(negedge rst_n or posedge clk) begin
    if (!rst_n)
      q <= 8'b0000_0000;
    else if (en)
      q <= d;
  end
endmodule
```
**design/flow/config.mk**
```make
export PLATFORM = sky130hd
export DESIGN_NAME = alu8b
export DESIGN_NICKNAME = alu8b
export VERILOG_FILES = /design/flow/design.v
export SDC_FILE = /design/flow/constraint.sdc
export NUM_CORES = 4
export LEC_CHECK = 1
export CORE_UTILIZATION = 40
```
==> results.py <==
# Synthesis and PnR figures
metrics = {
    "status": {
        "outcome": "complete, no violations",
    },
    "floorplan": {
        "die_area_mm2": 0.00662,
        "core_mm2": 0.00599,
        "die_h_um": 81.4,
        "rows": 28,
        "pin_count": 34,
        "fp_util_pct": 42.0,
        "chipWidth_um": 81.4,
    },
    "global_routing": {
        "grt_start_max_net_pins": 34,
        "grt_pass1_wl_um": 10700,
        "antenna_found_initial": 0,
        "track_usage_pct": 21.4,
        "grt_overflow": 0,
        "grt_pass1_vias": 2150,
    },
    "worst_setup_path": {
        "crit_fanout": 5,
        "cp.required_ns": 4.32,
        "crit_slowest_cell": "clkdlybuf4s50_1",
        "crit_path_start_kind": "primary input",
        "critPathTopFamily": "AND-OR/OR-AND gates",
        "arrival_ns": 4.03,
        "crit_type": "in2reg",
        "critPathBufInv": 2,
        "path_cells": "clkdlybuf4s50_1 > mux2_2 > buf_4 > fa_1 > o21bai_1 > a2111oi_0 > xor2_1 > a221oi_1 > a31oi_4 > mux2i_2 > o221ai_1",
        "critPathMaxStageDelay_ns": 0.61,
        "cp-end-kind": "flip-flop",
    },
    "place": {
        "placedCellCount": 403,
        "dp_hpwl_um": 5200,
        "post_dp_cell_area_mm2": 0.00300,
        "gp_congestion": 0.942,
        "io_buffers": 33,
    },
    "final_timing": {
        "rsz0062_at_grt": "false",
        "fmax_mhz": 256,
        "tightest_slew_ns": 0.730,
        "finalCritPeriodShare_pct": 93.1,
        "hold_violations": 0,
        "skew_ns": 0.00454,
        "finalSetupViolations": 0,
        "fin_setup_tns_ns": 0,
        "min_period_ns": 3.91,
        "maxSlewViolCount": 0,
        "slew_headroom_pct": 51.2,
    },
    "logic_synthesis": {
        "yosys_cells": 291,
        "async_reset_ff_share_pct": 100,
        "syn_inst": 291,
        "synth_cell_types": 62,
        "ys_area_mm2": 0.00252,
        "yosysWarnings": 2,
        "ff_type": "dfrtp_1",
        "synth.avg_cell_area_um2": 8.66,
        "edf_count": 0,
        "ys_seq_share_pct": 15.9,
        "ys.flops": 16,
        "syn_area_mm2": 0.00252,
    },
    "power_and_ir_drop": {
        "switching_power_uw": 329,
        "p_leak_uw": 0.00134,
        "p_comb_share_pct": 60.8,
        "powerDensity_mw_per_mm2": 283,
        "fin_total_pwr_uw": 864,
        "peakVddDrop_uv": 172,
        "pwr-share-seq_pct": 23.5,
        "intPower_uw": 535,
        "p_clk_share_pct": 15.7,
        "swShare_pct": 38.0,
    },
    "clock_tree": {
        "cts_made_buffers": 3,
        "cts_num_sinks": 16,
        "clock_path_buffers": 2,
        "root_buffer": "clkbuf_8",
        "cts_resized": 0,
        "cts_setup_buffers": 0,
        "cts_tree": "done",
        "clkSlewWorstSetupHoldPaths_ns": 0.06,
        "h-tree-depth": 1,
        "clock_latency_ns": 0.25,
        "cts_hold_buf": 0,
    },
    "route": {
        "insertedDiodeCount": 0,
        "viasPerCell": 5.52,
        "first_iter_violations": 129,
        "drc": 0,
        "firstDrtPassIters": 6,
        "drt-total-wl_um": 6460,
        "post_drt_wl_per_cell_um": 15.9,
        "drtAntennaViolNets": 0,
        "num_vias": 2245,
    },
    "layout": {
        "ff_latch_area_um2": 400,
        "design_area_mm2": 0.00306,
        "final_cells": 407,
        "n_fill_cell": 578,
        "layout.area.comb_mm2": 0.00195,
        "area_delta_synth_final_pct": 21.3,
        "drive_gt1_share_pct": 13.6,
    },
    "worst_hold_path": {
        "min_path_type": "reg2reg",
    },
    "job": {
        "maxCapViolCount": 0,
        "warnings": 46,
    },
}
==> routing by layer <==
layer | global-route usage (%) | share of wire (%) | wire, um | up-vias
li1 | - | - | - | 1159
met1 | 33.3 | 50 | 3240 | 1016
met2 | 33.0 | 44 | 2840 | 64
met3 | 1.94 | 4.5 | 293 | 6
met4 | 2.68 | 1.4 | 89 | 0
met5 | 0 | 0 | 0 | -
==> final timing paths <==
path	startpoint	end	slack [ns]	cells past startpoint
max reg2reg	U_RA.q[0]	U_RB.q[5]	1.21	11
min in group asynchronous	rst_n	U_RB.q[7]	1.02	1
min	U_RB.q[4]	U_RB.q[4]	0.50	2
max in group asynchronous	rst_n	U_RB.q[2]	2.71	1
max	opcode[3]	U_RB.q[5]	0.29	11
min reg2reg	U_RB.q[4]	U_RB.q[4]	0.50	2
==> power by group through the flow <==
| stage | registers [uW] | clock network, uW | logic, uW |
|---|---|---|---|
| CTS | 204 | 138 | 525 |
| global route | 208 | 148 | 588 |
| finish | 203 | 136 | 525 |
==> metrics by stage <==
step / hold slack (ns) / setup slack, ns / util (%)
floorplan: 0.440 / 0.638 / -
global placement: 0.478 / 0.0634 / 50.1
detailed placement: 0.486 / 0.0130 / 50.1
CTS: 0.503 / 0.274 / 51.0
global route: 0.522 / 0.0632 / 51.0
finish: 0.496 / 0.290 / 51.0
==> cells in the final DEF, fill, tap and decap left out, types with 8 or more instances in the layout <==
cell type        synthesis  final
inv_1                   26     26
mux2i_1                 10     10
xnor2_1                 11     11
a21oi_1                 12     12
o221ai_1                11     11
o21ai_0                 13     13
buf_4                    4     17
ha_1                    36     36
nor2_1                  15     15
nand2_1                 10     10
clkdlybuf4s50_1          0     33
dfrtp_1                 16     16
nand2b_1                15     15
nor3_1                   8      8
mux2_2                  13     13
==> worst min-delay path, stage by stage, from the launching register on <==
cell	delay (ns)
dfrtp_1	0.34
nand2b_1	0.06
o221ai_1	0.06
==> synth_stat cells, drive strengths merged, types with 3 or more instances <==
library cell,instances,area [um2]
ha,36,450
inv,26,97.6
dfrtp,16,400
nor2,16,67.6
nand2b,15,93.8
mux2,13,146
o21ai,13,65.1
a21oi,12,60.1
mux2i,12,136
xnor2,12,113
o221ai,11,96.3
nand2,10,37.5
buf,9,55.1
nor3,8,40.0
nand3,5,25.0
o211ai,5,37.5
clkbuf,4,15.0
nand3b,4,30.0
o21a,4,30.0
a21o,3,22.5
a22oi,3,22.5
a311oi,3,32.5
a31oi,3,33.8
and2,3,18.8
nor2b,3,18.8
or3,3,18.8
==> cells by family after synthesis <==
family                     share of synthesized area [%]
and+or+nand+nor                                     17.8
DFF                                                 15.9
AOI/OAI and AO/OA                                   23.8
xor gates and xnor gates                            5.17
adders and majority gates                           19.5
buffers and inverters                               6.66
muxes                                               11.2
==> sequential cells by signal, summed over array words and instances (netlist names) <==
name	count
U_RA.q	8
U_RB.q	8
==> cell type report <==
type | count | share of cell area [%]
Clock buffer | 4 | 1.80
Inverter | 26 | 3.19
Multi-Input combinational cell | 236 | 63.8
Sequential cell | 16 | 13.1
Tap cell | 75 | 3.07
Timing Repair Buffer | 50 | 15.0
Power is estimated from default activity; no workload was simulated.
