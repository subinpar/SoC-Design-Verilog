## design/flow/run.sh

```bash
#!/bin/bash
# OpenROAD 26Q1-2900-gdf79404cd8, Yosys 0.63+post, stock flow scripts
make -C /OpenROAD-flow-scripts/flow DESIGN_CONFIG=/design/flow/config.mk WORK_HOME=/design/flow/orfs finish
```

## design/flow/config.mk

```make
export PLATFORM = sky130hd
export DESIGN_NAME = TOP
export DESIGN_NICKNAME = TOP
export VERILOG_FILES = /design/flow/design.v
export SDC_FILE = /design/flow/constraint.sdc
export NUM_CORES = 4
export LEC_CHECK = 1
export CORE_AREA = 10 10 76 76
export DIE_AREA = 0 0 86 86
```

## design/flow/constraint.sdc

```tcl
current_design TOP

set clk_period 1.0
set clk_io_pct 0.2

create_clock -name clk0 -period $clk_period [get_ports {CLK}]

set non_clock_inputs [all_inputs -no_clocks]
set_input_delay [expr $clk_period * $clk_io_pct] -clock clk0 $non_clock_inputs
set_output_delay [expr $clk_period * $clk_io_pct] -clock clk0 [all_outputs]
```

## design/flow/design.v

```verilog
`timescale 1ns / 1ps
module ADD(A,B,SUM);
input [7:0] A,B;
output [7:0] SUM;
	assign SUM=A+B;
endmodule
module TOP(CLK,RESET,A,B,OUT);
input CLK,RESET;
input [7:0] A,B;
output [7:0] OUT;
reg [7:0] OUT;
wire [7:0] SUM;
ADD U0(.A(A),.B(B),.SUM(SUM));
always @(posedge CLK or posedge RESET) begin
			if (RESET) OUT<=8'b0;
			else 			OUT<=SUM;
		end
endmodule
```

==> GITHUB_STEP_SUMMARY <==
### Flow metrics

| Metric | Value |
|---|---|
| Register area share after synthesis | `37.38%` |
| Final core utilization | `26.88%` |
| RSZ-0062 raised after global routing | `true` |
| Synth Instances | `51` |
| Input/output buffers | `25` |
| Total CTS buffers | `3` |
| Final worst setup slack | `-118.9 ps` |
| Clock Sinks | `8` |
| Minimum clock period | `1119 ps` |
| Cell area leaders | `dfrtp_1 (37%), ha_1 (16%), a21oi_1 (4.7%)` |
| P_leak | `0.4588 nW` |
| Worst-path clk slew | `40 ps` |
| Die area | `7396 sq um` |
| PD cells | `1124 nW/um^2` |
| Starting DRT DRC Count | `61` |
| Syn-to-layout area delta | `106.5%` |
| DRC | `0` |
| Worst Setup Start Kind | `input pin` |
| Clock buffer depth | `2` |
| # diodes | `0` |
| Die H | `86 um` |
| Pre-CTS WS | `-863.1 ps` |
| Final Hold Viols | `0` |
| HP Class | `input pin to flip-flop` |
| Log Warnings | `28` |
| Tcrit/Tclk final | `111.9%` |
| Biggest register | `OUT` |
| Yosys stat chip area | `535.5 sq um` |
| Reg area | `200.2 sq um` |
| Post-layout power | `1.244 mW` |
| Worst path arrival time | `1220 ps` |
| Placement Cell Area | `915.9 sq um` |
| Global route overflow | `0` |
| Hold-fix buffers, CTS | `0` |
| Antenna violations before repair | `0` |
| Routed WL | `1614 um` |
| Type of the worst setup path | `input pin to flip-flop` |
| Root buffer cell | `clkbuf_8` |
| Gpl congestion | `0.7257` |
| Outcome | `finished with violations` |
| Layout cells sized above 1 | `49.45%` |
| Post-synth top area cell | `dfrtp_1` |
| Number of synthesized register bits | `8` |
| Std cell rows | `23` |
| Total vias in the final route | `524` |
| Crit path required time | `1100 ps` |
| Worst slew pin tran | `368.9 ps` |
| Fillers | `411` |
| Final slew viol count | `0` |
| Failing checks | `setup timing` |
| Worst setup EP type | `flip-flop` |
| H-tree Lvls | `1` |
| Combinational gate area | `446.7 sq um` |
| Per-cell routed wire length | `11.45 um` |
| FP Util | `13.01%` |
| Die W | `86 um` |
| Largest regs | `OUT x8` |
| Ys cells | `51` |
| Routed Antenna Nets | `0` |
| Peak VDD IR | `0.3530 mV` |
| Fin area | `1106 sq um` |
| Vias/cell | `3.716` |
| CTS tree | `built` |
| Largest net degree at the start of global routing | `9` |
| Synth warn | `1` |
| Worst-path maximum fanout | `3` |
| # IOs | `26` |
| Fmax achieved | `0.8937 GHz` |
| Vias in the first global route | `550` |
| Dominant cell area share | `37.38%` |
| Max_cap viols | `0` |
| Max reg flops | `8` |
| Slew margin rel. | `75.30%` |
| Area of the core | `4115 sq um` |
| Global-route wire length before repair | `2511 um` |
| Setup Viol. Count Final | `4` |
| Gr usage total | `4.072%` |
| Final HPWL DP | `1267 um` |
| Synth cell types | `24` |
| Post-synthesis cell area | `535.5 sq um` |
| Hold WS | `198.4 ps` |
| 1st-pass router iterations | `4` |
| Syn Area/Cell | `10.50 sq um` |
[where the power goes]
part	internal (mW)	switching (mW)	total [mW]	leakage, nW
registers	0.381	0.0131	0.394	0.0932
logic	0.303	0.183	0.486	0.344
clock network	0.259	0.106	0.364	0.0216
[worst paths after layout]
path	cells after the start	from	slack (ps)	endpoint
worst max-delay path	6	B[5]	-120	OUT[7]
worst min-delay path	2	A[0]	200	OUT[0]
max in group asynchronous	2	RESET	560	OUT[0]
min in group asynchronous	2	RESET	220	OUT[5]
[logic make-up after synthesis]
family,synth area share [%]
and+or+nand+nor,8.644
adders and majority gates,20.09
AOI/OAI and AO/OA,23.13
buffers and inverters,4.205
xor gates and xnor gates,6.543
DFF,37.38
[cell usage in the layout, fill, tap and decap left out, types with 2 or more instances in the layout]
master           synthesis  routed
buf_6                    0       5
o211ai_1                 3       3
clkbuf_8                 0       3
inv_2                    0       4
inv_1                    6       2
clkbuf_2                 0       2
o311ai_1                 1       2
ha_4                     0       7
buf_4                    0      10
clkdlybuf4s50_1          0       3
dfrtp_1                  8       8
buf_2                    0       2
dlygate4sd2_1            0       3
nor2b_4                  1       2
clkdlybuf4s15_1          0      11
xnor2_1                  2       2
xor2_1                   2       2
a21oi_2                  0       4
[cell usage after synthesis (all sizes together)]
master,count
o211ai,3
fa,1
o21ai,2
o31a,1
ha,7
nand2,1
o2bb2ai,1
nor3b,1
nand2b,1
nor2,1
o311ai,2
dfrtp,8
a21oi,5
xnor2,2
nor2b,2
inv,6
xor2,2
o21a,1
a211oi,1
nor3,1
a221oi,1
a21o,1
[area by class of cell]
cell class	count	share of cell area (%)
Inverter	6	2.036
Clock buffer	3	3.733
Tap cell	50	5.656
Multi-Input combinational cell	37	40.38
Sequential cell	8	18.10
Timing Repair Buffer	37	30.09
[critical path: stages]
cell and delay (ps):
dlygate4sd2_1 260, ha_4 270, buf_6 100, nand2_1 110, nor3_2 180, o2bb2ai_1 90
[metal layers]
metal  vias to the layer above  share of wire, %  GRT usage, %
li1                        269                 -             -
met5                         -                 0             0
met3                         0                15         2.860
met1                       234                40         4.931
met2                        21                44         5.950
met4                         0                 0        0.4491
[stage by stage]
step	TNS, ps	std cells
floorplan	-848.7	51
global placement	-4984	133
detailed placement	-5055	133
CTS	-456.9	140
global route	-623.7	141
finish	-458.6	141
[what timing repair did]
action,in CTS,in global routing
setup endpoints to repair,15,5
gates resized,70,13
setup buffers,4,1
pin swaps,13,15
No activity file was given, so power comes from the tool's default toggle rates.
